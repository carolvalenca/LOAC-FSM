[flow/config.mk]
export PLATFORM = sky130hd
export DESIGN_NAME = top
export DESIGN_NICKNAME = top
export VERILOG_FILES = /design/flow/design.v
export SDC_FILE = /design/flow/constraint.sdc
export NUM_CORES = 4
export LEC_CHECK = 1
export CORE_AREA = 10 10 198 198
export DIE_AREA = 0 0 208 208
export SYNTH_HDL_FRONTEND = slang
[flow/constraint.sdc]
current_design top

set clk_period 1.3
set clk_io_pct 0.2

create_clock -name clk0 -period $clk_period [get_ports {clk_2}]

set non_clock_inputs [all_inputs -no_clocks]
set_input_delay [expr $clk_period * $clk_io_pct] -clock clk0 $non_clock_inputs
set_output_delay [expr $clk_period * $clk_io_pct] -clock clk0 [all_outputs]
[flow/design.v]
parameter NINSTR_BITS = 32;
parameter NBITS_TOP = 8, NREGS_TOP = 32, NBITS_LCD = 64;
module top(input  logic clk_2,
           input  logic [NBITS_TOP-1:0] SWI,
           output logic [NBITS_TOP-1:0] LED,
           output logic [NBITS_TOP-1:0] SEG,
           output logic [NBITS_LCD-1:0] lcd_a, lcd_b,
           output logic [NINSTR_BITS-1:0] lcd_instruction,
           output logic [NBITS_TOP-1:0] lcd_registrador [0:NREGS_TOP-1],
           output logic [NBITS_TOP-1:0] lcd_pc, lcd_SrcA, lcd_SrcB,
             lcd_ALUResult, lcd_Result, lcd_WriteData, lcd_ReadData, 
           output logic lcd_MemWrite, lcd_Branch, lcd_MemtoReg, lcd_RegWrite);
  enum logic [1:0] {A, B} state;
  logic reset;
  logic [2:0] contador;
  always_comb begin
    reset <= SWI[7];
  end
  always_ff@(posedge clk_2) begin
    if (reset) begin
      state <= A;
      contador <= 0;
    end
    else begin
      unique case (state)
        A: if (contador == 3) begin
          state <= B;
          contador <= 0;
          end
          else begin
            state <= A;
            contador <= contador + 1;
          end
        B: if (contador == 2) begin
          state <= A;
          contador <= 0;
          end
          else begin
            state <= B;
            contador <= contador + 1;
          end
      endcase
    end
  end
  always_comb begin
    LED[7] <= clk_2;
    LED[0] <= state == A;
    LED[1] <= state == B;
  end
endmodule
[flow/run.sh]
#!/bin/bash
# OpenROAD 26Q1-2900-gdf79404cd8, Yosys 0.63+post, stock flow scripts
make -C /OpenROAD-flow-scripts/flow DESIGN_CONFIG=/design/flow/config.mk WORK_HOME=/design/flow/orfs finish
==> impl_metrics.json <==
{
  "area_growth_pct": -27.1,
  "hold_start": "contador[0]",
  "yosys-stat-area_mm2": 0.00392,
  "chipArea_mm2": 0.0433,
  "yosys_warnings": 489,
  "outcome": "complete, no violations",
  "fa_ha_area_share_pct": 1.28,
  "synth_area_per_cell_um2": 7.61,
  "ys_ff": 5,
  "insertion_delay_ns": 0.34,
  "antenna_cells": 0,
  "route.vias.total": 1493,
  "drive_above_1_share_pct": 2.10,
  "crit_start": "clk_2",
  "rows": 68,
  "pin_count": 501,
  "comb_area_mm2": 0.00196,
  "grt_use_total_pct": 2.68,
  "worstSetupEndpointType": "primary output",
  "timing.rr.start": "contador[0]",
  "synthTopLogicFamily": "buffers and inverters",
  "cts_hold_buf": 0,
  "ys_sh_aoi_pct": 0.543,
  "routabilityCongestion": 0.756,
  "p_per_area_mw_per_mm2": 506,
  "grt_overflow": 0,
  "vdd_drop_max_mv": 0.570,
  "holdPathStages": 1,
  "postCtsSetupBuffers": 0,
  "core_area_mm2": 0.0347,
  "post_cts_resized": 6,
  "ys_cells": 515,
  "route.detailed.drc": 0,
  "drt_iter0_markers": 9,
  "grt_max_degree": 6,
  "path_clk_slew_ns": 0.03,
  "finalWorstSetupSlack_ns": 0.0164,
  "flop_area_um2": 103,
  "die_w_um": 208,
  "path_class": "clk -> out",
  "hold_class": "reg -> reg",
  "place_ws_ns": 0.0226,
  "finalSetupTns_ns": 0,
  "final_max_slew_viol_count": 0,
  "ys_seq_share_pct": 2.55,
  "ys_sh_mux_pct": 0,
  "synth_cell_types": 13,
  "ys_sh_simple_pct": 1.31,
  "warnings": 35,
  "grt_pass1_wl_mm": 10.2,
  "fp-utilization_pct": 11.3,
  "antenna_found_initial": 0,
  "critPathArrivalTime_ns": 1.02,
  "drtPass1Iterations": 4,
  "r2r_cells": 4,
  "routed_wl_mm": 7.57,
  "synthCells": 515,
  "crit_path_max_fanout": 2,
  "p_leak_nw": 1.79,
  "wire_per_inst_um": 7.73,
  "max_cap_viol_count": 0,
  "syn-cell-area_mm2": 0.00392,
  "die_h_um": 208,
  "numPortBuffers": 4,
  "nFillCells": 4017,
  "tritoncts": "built",
  "grt_pass1_vias": 2010,
  "fin_skew_ns": 0.00109,
  "worstSetupStartpointType": "clock port",
  "cp.required_ns": 1.04,
  "layout_top_cell": "conb_1",
  "rsz0062_at_grt": "false",
  "place.detailed.hpwl_mm": 7.25,
  "drtAntennaViolNets": 0,
  "drt-vias-per-instance": 1.52,
  "layout_top_cells": "489 x conb_1, 7 x clkbuf_16, 4 x inv_1, 4 x ha_1, 3 x dfxtp_1",
  "xor_area_share_pct": 0,
  "finalHoldViolCount": 0,
  "finalSetupViolCount": 0
}
[metrics by stage]
stage | util (%) | area, um^2 | hold WS (ns) | instances | total power, mW
floorplan | - | 5750 | 0.326 | 1003 | 1.29
detailed placement | 7.75 | 2690 | 0.459 | 973 | 0.436
finish | 8.24 | 2860 | 0.461 | 980 | 1.45
CTS | 8.24 | 2860 | 0.463 | 980 | 1.50
global placement | 7.75 | 2690 | 0.453 | 973 | 0.445
global route | 8.24 | 2860 | 0.480 | 980 | 1.58
[final cells by class]
class,instances,share of cell area [%]
clock buffer,8,6.26
inverter,4,0.525
multi-input combinational,504,68.5
sequential,5,3.59
tap,455,19.9
timing repair buffer,4,1.23
[cell families (layout without fill, tap and decap cells)]
logic type	Yosys count	in the layout
other	1	489
flip-flops	5	5
AND/OR/NAND/NOR	8	8
AND-OR/OR-AND	3	3
buffers and inverters	494	16
adder cells (fa/ha/maj)	4	4
[worst max-delay path, cell delays in order]
cell and delay (ns):
clkbuf_16 0.12, clkbuf_16 0.13, clkbuf_16 0.12
[final timing paths]
check	end	slack (ns)
worst min register to register	contador[0]	0.46
worst max-delay path	LED[7]	0.02
worst max register to register	contador[2]	0.10
worst min-delay path	contador[0]	0.46
[synth_stat cells]
master | instances | area, um^2
nor2_1 | 2 | 7.51
dfxtp_1 | 5 | 100
nand2b_1 | 2 | 12.5
a22oi_1 | 1 | 7.51
nor4_1 | 2 | 12.5
a211o_1 | 1 | 8.76
buf_4 | 490 | 3680
conb_1 | 1 | 3.75
nand3b_1 | 1 | 7.51
ha_1 | 4 | 50.1
inv_1 | 4 | 15.0
a21oi_1 | 1 | 5.00
and3_4 | 1 | 11.3
[flip-flops by register name, indices dropped and copies added (netlist names)]
signal and flops:
state 2, contador 3
[power breakdown]
group	switching, mW	internal (mW)	leakage, nW
Combinational	0.144	0.0302	1.66
Sequential	0.00960	0.170	0.0410
Clock	0.167	0.926	0.0874
Total	0.321	1.13	1.79
[metal layers]
metal	GRT usage [%]	wire, um
met1	1.84	1960
met2	5.32	4240
met3	2.15	1310
met4	0.473	65
met5	0	0
Power is estimated from default activity; no workload was simulated.
